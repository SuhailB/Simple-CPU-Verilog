[./run.sh]
#!/bin/bash
# OpenROAD 26Q1-2900-gdf79404cd8, Yosys 0.63+post, stock flow scripts
make -C /OpenROAD-flow-scripts/flow DESIGN_CONFIG=/design/flow/config.mk WORK_HOME=/design/flow/orfs finish
[./config.mk]
export PLATFORM = sky130hd
export DESIGN_NAME = MDR
export DESIGN_NICKNAME = MDR
export VERILOG_FILES = /design/flow/design.v
export SDC_FILE = /design/flow/constraint.sdc
export NUM_CORES = 4
export LEC_CHECK = 1
export CORE_AREA = 10 10 99 99
export DIE_AREA = 0 0 109 109
[./constraint.sdc]
current_design MDR

set clk_period 1.0
set clk_io_pct 0.2

create_clock -name clk0 -period $clk_period [get_ports {clk}]

set non_clock_inputs [all_inputs -no_clocks]
set_input_delay [expr $clk_period * $clk_io_pct] -clock clk0 $non_clock_inputs
set_output_delay [expr $clk_period * $clk_io_pct] -clock clk0 [all_outputs]
[./design.v]
module MDR  (clk, reset, in_from_bus, out_to_bus, read, write, in_from_mem, out_to_mem, mem_read, mem_write);
input clk, reset, write, mem_write, read, mem_read;
input[15:0] in_from_bus;
input[15:0] in_from_mem;
output[15:0] out_to_bus;
output[15:0] out_to_mem;
reg[15:0] register;
always@(posedge clk or posedge reset)
begin
  if(reset) register <= 0;
  else begin 
        if(write && !mem_write) register <= in_from_bus;
        if(mem_write && !write) register <= in_from_mem;
  end
end
assign out_to_bus = read? register: 16'hzzzz;
assign out_to_mem = mem_read? register : 16'hzzzz;
endmodule
==> datasheet_impl.txt <==
Physical implementation characteristics

Parameter                              Value

Run status
  Result of the run .................. complete, but fails checks
  Violations in the final reports .................. setup timing

Routing
  DRT Pass-1 Iters .................. 3
  Uppermost routed layer .................. met3
  Routed via count .................. approximately 830
  Total detailed-routing wirelength .................. roughly 3300 µm
  Residual antenna-violating net count after detailed routing .................. 0
  Vias per cell .................. 3.16
  DRC Markers .................. 0
  Antenna diode instance count .................. 0
  Wire length on met1 .................. 1510 µm
  DRC violation total after the first TritonRoute iteration .................. 24
  Wire per inst .................. roughly 12 µm
  Detailed-routed wire length on met2 .................. approximately 1500 µm
  Met3 wire length .................. 293 µm

Die
  Area enclosed by the die boundary .................. 11900 µm²
  Core area .................. 7730 µm²
  Number of core rows .................. 32
  Chip height .................. ~110 µm
  FP Util .................. 11.5%
  Io pins .................. 70
  Die Width .................. 109 µm

STA
  Max frequency .................. 931 MHz
  Tightest slew margin relative to the limit .................. roughly nine tenths
  Fin crit share .................. 107%
  RSZ-0062 raised after global routing .................. yes
  Final hold viol count .................. 0
  Final sum of negative setup slack .................. -0.696 ns
  Final-report max-slew violation count .................. 0
  Worst Tran Pin Value .................. between 0.15 and 0.2 ns
  Least setup slack across all paths after layout .................. -0.0742 ns
  Count of endpoints failing setup in the final report .................. 11
  Final Skew .................. 0 ns
  Minimum clock period after layout .................. roughly 1.1 ns

Cells and area
  Proportion of layout cells with a drive suffix above 1 .................. 40.1%
  Flip-flop count of the largest register after layout .................. 16
  # fillers .................. 821
  Most frequent logic cell in the layout .................. sky130_fd_sc_hd__clkdlybuf4s50_1
  Post-synthesis to final-layout area growth .................. 101%
  Largest registers .................. register x16
  Top Layout Cells .................. 33 x sky130_fd_sc_hd__clkdlybuf4s50_1, 23 x sky130_fd_sc_hd__buf_6, 21 x sky130_fd_sc_hd__buf_2
  Most flops, register .................. register
  Design Area, Final .................. 1780 µm²

Clock network
  Number of hold buffers added after CTS .................. 0
  CTS Buf Count .................. 3
  Clock root buffer master .................. sky130_fd_sc_hd__clkbuf_8
  CTS sink count .................. 16
  Clock-pin slew reported for the worst setup and hold paths after clock tree synthesis .................. 0.07 ns
  TritonCTS clock tree .................. yes
  Maximum clock insertion buffer count .................. 2
  Clock latency of the later-clocked register in the worst-skew pair .................. 0.25 ns
  CTS H-tree lvls .................. 1

Placement
  Final HPWL from detailed placement .................. 2560 µm
  Gp weighted congestion .................. approximately 0.7
  Worst slack, placed .................. -0.477 ns
  I/O Buffers .................. ~67
  Placed instance area .................. 1630 µm²

Yosys
  Cell type with the largest total area .................. sky130_fd_sc_hd__dfrtp_1
  Synthesized flop and latch total .................. 16
  Xor-xnor portion of the synthesized cell area .................. 0%
  Syn Area/Cell .................. about 10 µm²
  Sequential-to-total area share from yosys stat .................. 45.2%
  Top logic family .................. buffers and inverters
  Syn. warnings .................. 3
  Synth top area cells .................. sky130_fd_sc_hd__dfrtp_1 45%, sky130_fd_sc_hd__mux2i_1 18%, sky130_fd_sc_hd__buf_4 14%
  Netlist Area Pre-Place .................. between 800 and 900 µm²
  Complex Gates by Area .................. a little under a tenth
  Number of distinct library cell variants in the gate-level netlist after synthesis .................. 12
  Mux share of post-synthesis cell area .................. 18.1%
  Area of the synthesized netlist per yosys stat .................. 886 µm²
  Simple-gate share of the synthesized area .................. between 6 and 7%
  Number of cells produced by synthesis .................. ~88
  Number of standard cells reported by yosys .................. just under 90
  Fraction of post-synthesis cell area in the top cell type by area .................. 45.2%
  Adder and majority gate portion of the synthesized area .................. 1.41%

Global routing
  Vias in the first global route .................. 950
  Total global-route track usage .................. 5.30%
  Initial antenna violation count .................. 0
  Pin count of the biggest net entering global routing .................. 20
  Global route overflow .................. 0
  First-pass GRT wire length .................. roughly 5000 µm

Power and ir drop
  Switch Pwr .................. ~580 µW
  Fraction of power spent switching nets .................. 25.0%
  Cell area power density .................. between 1000 and 1500 nW/µm²
  Total internal power .................. 1750 µW
  Relative contribution of the clock network to total power .................. approximately a quarter
  Peak supply drop .................. 0.000379 V
  Combinational Power Share .................. 39.0%
  Power share of the sequential group .................. 35.3%
  Lkg Pwr .................. approximately 0.0008 µW

Critical path
  Number of cell instances on the worst register-to-register path .................. 5
  Data required time of the worst path .................. 0.80 ns
  Top fanout value on the critical path .................. 2
  Flop2flop setup slack .................. ~0.05 ns
  Endpoint of the worst-slack reg-to-reg timing path .................. register[6]
  Worst flop-to-flop path startpoint .................. register[6]
  Kind of critical path .................. reg -> out
  Endpoint class of the critical path .................. output port
  Setup crit start kind .................. flop
  WP data arrival .................. 0.87 ns

Flow run
  Count of tool warnings .................. 29
  Number of max-capacitance violations reported .................. 0

Min path
  Class of the tightest hold or removal check .................. in -> async
==> final cells by class <==
cell class,instances,area [µm²],share of cell area [%]
flip-flops and latches,16,400,22.5
multi-input cells,49,335,18.9
inverters,2,7.51,0.422
clock buffers,4,55.1,3.10
repair buffers,91,852,47.9
well taps,102,128,7.18
==> per-layer routing <==
layer / global-route usage [%] / vias to the layer above
li1: - / 425
met1: 7.09 / 372
met2: 8.31 / 37
met3: 1.91 / 0
met4: 0.565 / 0
met5: 0 / -
==> worst max-delay path by stage <==
stage | start | end | slack, ns | depth (start not counted)
4_1_cts | register[12] | out_to_bus[12] | -0.1 | 2
5_1_grt | register[9] | out_to_mem[9] | -0.11 | 2
6_report | register[12] | out_to_bus[12] | -0.07 | 2
==> Yosys cell counts, drive strengths merged <==
library cell   n
clkbuf         1
buf           20
nand2         16
mux2i         16
inv            2
dfrtp         16
o21ai         16
ha             1
==> metrics by stage <==
stage	power, µW	hold WS, ns	util, %	instances
4_1_cts	2380	0.251	22.7	262
3_5_place_dp	1640	0.506	21.0	242
5_1_grt	2520	0.261	23.0	264
3_3_place_gp	1630	0.491	21.0	242
6_report	2330	0.254	23.0	264
2_1_floorplan	1110	0.114	-	88
==> critical path, stage by stage, from the launching register on <==
cell and delay, ns:
sky130_fd_sc_hd__dfrtp_1 0.40, sky130_fd_sc_hd__buf_6 0.12, sky130_fd_sc_hd__buf_6 0.10
==> cell families (layout without fill, tap and decap cells) <==
family | count (synthesis) | after routing
compound gates | 16 | 16
simple gates | 16 | 16
fa+ha+maj | 1 | 1
flops | 16 | 16
mux | 16 | 16
buf+inv | 23 | 97
==> power groups by stage <==
stage         logic, µW  clock network (µW)  registers [µW]
CTS                 909                 643             827
global route       1010                 657             845
finish              910                 599             825
==> repair_timing <==
item	in CTS	in global routing
setup endpoints to repair	48	31
resized	126	4
buffers inserted	16	2
hold endpoints to repair	0	0
pin swaps	2	1
Power figures rest on the tool's default switching activity, not on a simulated workload.
