[design/flow/design.v]
module ALUI_FSM
(
    clk, reset, start, opCode, Ri, num, 
    out_to_bus,
    done,
    R0_write, R0_read,
    R1_write, R1_read,
    R2_write, R2_read,
    R3_write, R3_read,
    P0_write, P0_read,
    ALU_opControl,
    ALU_alu_out_en, ALU_writeIN1, ALU_writeIN2, ALU_read
);
input clk, reset, start;
input[3:0] opCode;
input[5:0] Ri, num;
output reg R0_write, R0_read;
output reg R1_write, R1_read;
output reg R2_write, R2_read;
output reg R3_write, R3_read;
output reg P0_write, P0_read;
output reg[2:0] ALU_opControl;
output reg ALU_alu_out_en, ALU_writeIN1, ALU_writeIN2, ALU_read;
output reg done;
output[15:0] out_to_bus;
reg read;
reg[2:0] pres_state, next_state;
parameter  INIT = 0, IN1 = 1, IN2 = 2, EVAL = 3, OUT = 4, NEXT_I = 5;
always @(posedge clk or posedge reset)
    begin:statereg
        if (reset)  pres_state <= INIT; 
        else        pres_state <= next_state;
    end  
always @(pres_state or start)
begin: fsm
    case (pres_state)
        INIT: begin
            if(start) next_state <= IN1;
            else next_state <= INIT;
        end
        IN1:   next_state <= IN2;
        IN2:   next_state <= EVAL;
        EVAL:  next_state <= OUT;
        OUT:   next_state <= NEXT_I;
        NEXT_I: next_state <= INIT;
        default: next_state<= INIT;
    endcase end  
always   @(pres_state)
begin: outputs
    case (pres_state)
        INIT: begin
            R0_write <= 0; R0_read <= 0;
            R1_write <= 0; R1_read <= 0;
            R2_write <= 0; R2_read <= 0;
            R3_write <= 0; R3_read <= 0;
            P0_write <= 0; P0_read <= 0;
            ALU_opControl <= 0;
            ALU_alu_out_en <= 0; ALU_writeIN1 <=0; ALU_writeIN2 <= 0; ALU_read <= 0;
            read <= 0;
            done <= 0;
        end
        IN1: begin
            R0_write <= 0;
            R1_write <= 0;
            R2_write <= 0;
            R3_write <= 0;
            P0_write <= 0;
            ALU_opControl <= 0;
            ALU_alu_out_en <= 0; ALU_writeIN2 <= 0; ALU_read <= 0;
            read <= 0;
            case(Ri)
                0: R0_read <= 1;
                1: R1_read <= 1;
                2: R2_read <= 1;
                3: R3_read <= 1;
                4: P0_read <= 1;
            endcase
           ALU_writeIN1 <= 1;
        end
        IN2: begin
            R0_write <= 0;
            R1_write <= 0;
            R2_write <= 0;
            R3_write <= 0;
            P0_write <= 0;
            ALU_opControl <= 0;
            ALU_alu_out_en <= 0; ALU_writeIN1 <= 0; ALU_read <= 0;
            case(Ri)
                0: R0_read <= 0;
                1: R1_read <= 0;
                2: R2_read <= 0;
                3: R3_read <= 0;
                4: P0_read <= 0;
            endcase
           read <= 1;
           ALU_writeIN2 <= 1;
        end
        EVAL: begin  
            R0_write <= 0; R0_read <= 0;
            R1_write <= 0; R1_read <= 0;
            R2_write <= 0; R2_read <= 0;
            R3_write <= 0; R3_read <= 0;
            P0_write <= 0; P0_read <= 0;
            ALU_writeIN1 <=0; ALU_writeIN2 <= 0; ALU_read <= 0;
            read <= 0;
            ALU_alu_out_en <= 1;
            ALU_opControl <= opCode;
        end
        OUT: begin
            R0_read <= 0;
            R1_read <= 0;
            R2_read <= 0;
            R3_read <= 0;
            P0_read <= 0;
            ALU_opControl <= 0;
            ALU_alu_out_en <= 0; ALU_writeIN1 <=0; ALU_writeIN2 <= 0;
            read <= 0;
            ALU_read <= 1;
            case(Ri)
                0: R0_write <= 1;
                1: R1_write <= 1;
                2: R2_write <= 1;
                3: R3_write <= 1;
                4: P0_write <= 1;
            endcase
        end
        NEXT_I: begin
            R0_write <= 0; R0_read <= 0;
            R1_write <= 0; R1_read <= 0;
            R2_write <= 0; R2_read <= 0;
            R3_write <= 0; R3_read <= 0;
            P0_write <= 0; P0_read <= 0;
            ALU_opControl <= 0;
            ALU_alu_out_en <= 0; ALU_writeIN1 <=0; ALU_writeIN2 <= 0; ALU_read <= 0;
            read <= 0;
            done <= 1;
        end
    endcase 
end  
assign out_to_bus = read? num : 16'hzzzz;
endmodule
[design/flow/run.sh]
#!/bin/bash
# OpenROAD 26Q1-2900-gdf79404cd8, Yosys 0.63+post, stock flow scripts
make -C /OpenROAD-flow-scripts/flow DESIGN_CONFIG=/design/flow/config.mk WORK_HOME=/design/flow/orfs finish
[design/flow/config.mk]
export PLATFORM = sky130hd
export DESIGN_NAME = ALUI_FSM
export DESIGN_NICKNAME = ALUI_FSM
export VERILOG_FILES = /design/flow/design.v
export SDC_FILE = /design/flow/constraint.sdc
export NUM_CORES = 4
export LEC_CHECK = 1
export CORE_AREA = 10 10 71 71
export DIE_AREA = 0 0 81 81
[design/flow/constraint.sdc]
current_design ALUI_FSM

set clk_period 1.0
set clk_io_pct 0.2

create_clock -name clk0 -period $clk_period [get_ports {clk}]

set non_clock_inputs [all_inputs -no_clocks]
set_input_delay [expr $clk_period * $clk_io_pct] -clock clk0 $non_clock_inputs
set_output_delay [expr $clk_period * $clk_io_pct] -clock clk0 [all_outputs]
==> impl_metrics.env <==
# source this file to load flow results
export IMPL_status="completed"
export IMPL_chipArea_mm2=0.00656
export IMPL_synth_distinct_cells=18
export IMPL_drt_iter0_drc=14
export IMPL_core_area_mm2=0.00363
export IMPL_finalHoldViolations=0
export IMPL_vias_per_cell=3.44
export IMPL_max_freq_ghz=1.37
export IMPL_clk_path_buf_depth=2
export IMPL_synth_avg_cell_area_um2=10.2
export IMPL_cp_max_fo=2
export IMPL_fin_setup_tns_ns=0
export IMPL_cp_depth=3
export IMPL_io_buffers=29
export IMPL_post_cts_buffers=0
export IMPL_cts_repair_resized=0
export IMPL_vdd_ir_drop_max_mv=0.661
export IMPL_syn_area_um2=742
export IMPL_grt_max_degree=12
export IMPL_dieHeight_um=81
export IMPL_synthArstFlopShare_pct=25.0
export IMPL_dr_total_vias=506
export IMPL_fin_area_mm2=0.00105
export IMPL_min_period_ns=0.728
export IMPL_fp_utilization_pct=20.4
export IMPL_arrival_ns=0.87
export IMPL_untimed_endpoints=36
export IMPL_min_period_over_period_pct=72.8
export IMPL_path_cells="clkdlybuf4s50_1 -> inv_1 -> a21o_1"
export IMPL_report_final_slew_viol_count=0
export IMPL_insertion_delay_ns=0.22
export IMPL_synth_cells=73
export IMPL_ff_type="dlxtn_1"
export IMPL_total_power_mw=0.686
export IMPL_pre_cts_ws_ns=0.0486
export IMPL_overflow=0
export IMPL_postCtsHoldBufs=0
export IMPL_clkTransAtPathRegs_ns=0.04
export IMPL_ys_cells=73
export IMPL_postRouteWirelength_mm=1.55
export IMPL_drive_gt1_share_pct=9.09
export IMPL_antenna_left=0
export IMPL_crit_path_start_kind="input port"
export IMPL_fin_worst_skew_ns=0.00715
export IMPL_p_leak_nw=0.464
export IMPL_grt_pass1_vias=514
export IMPL_grt_use_total_pct=4.47
export IMPL_max_cap_violations=0
export IMPL_root_buffer="clkbuf_8"
export IMPL_reg2reg_depth=1
export IMPL_rows=22
export IMPL_antenna_found_initial=0
export IMPL_synthTopCellsByCount="dlxtn_1 (18), buf_4 (16), o21ai_0 (6)"
export IMPL_hold_class="in -> async"
export IMPL_topCellsByArea="dlxtn_1 (36%), dfrtp_1 (17%), buf_4 (16%), a21o_1 (5.1%), o21ai_0 (4.0%)"
export IMPL_cp_end_kind="register"
export IMPL_setup_viol=0
export IMPL_required_ns=1.15
export IMPL_whs_ns=0.188
export IMPL_drc=0
export IMPL_crit_family="buffers and inverters"
export IMPL_nFillCells=380
export IMPL_setup_ws_ns=0.272
export IMPL_yosysWarnings=2
export IMPL_power_density_mw_per_mm2=653
export IMPL_io_pins=53
export IMPL_die_width_um=81
export IMPL_cts_buffers=3
export IMPL_area_delta_synth_final_pct=41.7
export IMPL_placed_cell_area_mm2=0.00101
export IMPL_slowest_delay_ns=0.47
export IMPL_grt_pass1_wl_mm=2.32
export IMPL_synth_area_leader_cell="dlxtn_1"
export IMPL_diodes=0
export IMPL_cts_tree="built"
export IMPL_unclocked_pins=18
export IMPL_numSynthFlops=24
export IMPL_wl_per_cell_um=10.6
export IMPL_worst_path_max_delay_cell="clkdlybuf4s50_1"
export IMPL_yosys_area_um2=742
export IMPL_path_class="in -> reg"
export IMPL_htreeDepth=1
export IMPL_drtPass1Iterations=2
export IMPL_gp_congestion=0.722
export IMPL_cp_buffers_inverters=2
export IMPL_yosysTopAreaCellShare_pct=36.4
export IMPL_dp_hpwl_mm=1.38
export IMPL_warnings=26
export IMPL_edf_count=0
export IMPL_synth_most_common_cell="dlxtn_1"
export IMPL_rsz0062_at_grt="false"
kinds of logic (layout without fill, tap and decap cells):
logic type             count (synthesis)  in the layout  share of synthesized area, %
other                                  1             10                         0.505
DFF                                    6              6                          20.4
latches                               18             18                          36.4
buffers and inverters                 20             37                          18.2
AOI/OAI and AO/OA                     11             11                          9.11
and+or+nand+nor                       17             17                          15.3
cells in the final DEF, fill, tap and decap left out:
cell / n
nand3_1: 1
dfrtp_1: 5
and2_1: 4
nand2_1: 1
clkdlybuf4s50_1: 29
and3_2: 2
dfstp_2: 1
conb_1: 10
o21ai_0: 6
a21o_1: 5
nand3b_1: 1
nor4_4: 1
or2_2: 1
clkbuf_8: 3
clkbuf_1: 1
inv_1: 4
nor3_1: 1
and3b_2: 1
nor2_1: 4
dlxtn_1: 18
layer usage:
| layer | vias to the layer above | track usage, % | routed length (um) |
|---|---|---|---|
| met2 | 31 | 6.53 | 596 |
| met3 | 0 | 2.90 | 261 |
| li1 | 262 | - | - |
| met5 | - | 0 | 0 |
| met1 | 213 | 5.70 | 693 |
| met4 | 0 | 0.346 | 0 |
registers in the layout, indices dropped and copies added (netlist names):
name	flops
read	1
ALU_alu_out_en	1
R2_write	1
R1_read	1
R0_write	1
ALU_opControl	3
R3_read	1
pres_state	6
R2_read	1
done	1
P0_read	1
R0_read	1
P0_write	1
ALU_read	1
R3_write	1
R1_write	1
ALU_writeIN1	1
worst paths after layout:
check	startpoint	to	slack, ns
max in group asynchronous	reset	pres_state[0]	0.56
min reg2reg	pres_state[2]	pres_state[5]	0.43
max reg2reg	pres_state[0]	pres_state[3]	0.30
min	reset	pres_state[5]	0.19
min in group clk0	num[0]	out_to_bus[0]	0.40
max	start	pres_state[0]	0.27
through the flow:
step | utilization, % | instances
global route | 28.9 | 147
finish | 28.9 | 147
global placement | 27.7 | 143
CTS | 28.9 | 147
floorplan | - | 82
detailed placement | 27.7 | 143
final cells by class:
| class | count | area (um^2) | area share (%) |
|---|---|---|---|
| timing repair buffer | 29 | 290 | 27.6 |
| inverter | 4 | 15.0 | 1.43 |
| sequential | 24 | 422 | 40.1 |
| tap | 48 | 60.1 | 5.71 |
| multi-input combinational | 38 | 219 | 20.8 |
| clock buffer | 4 | 45.0 | 4.29 |
where the power goes:
group / leakage, nW / switching [mW] / internal (mW)
sequential: 0.216 / 0 / 0.244
combinational: 0.225 / 0.0242 / 0.0430
clock: 0.0228 / 0.101 / 0.274
Power and IR drop assume default switching activity.
