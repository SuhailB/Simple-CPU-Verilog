--- /design/flow/run.sh ---
#!/bin/bash
# OpenROAD 26Q1-2900-gdf79404cd8, Yosys 0.63+post, stock flow scripts
make -C /OpenROAD-flow-scripts/flow DESIGN_CONFIG=/design/flow/config.mk WORK_HOME=/design/flow/orfs finish
--- /design/flow/config.mk ---
export PLATFORM = sky130hd
export DESIGN_NAME = ALU
export DESIGN_NICKNAME = ALU
export VERILOG_FILES = /design/flow/design.v
export SDC_FILE = /design/flow/constraint.sdc
export NUM_CORES = 4
export LEC_CHECK = 1
export CORE_UTILIZATION = 50
--- /design/flow/constraint.sdc ---
current_design ALU

set clk_period 1.3
set clk_io_pct 0.2

create_clock -name clk0 -period $clk_period [get_ports {clk}]

set non_clock_inputs [all_inputs -no_clocks]
set_input_delay [expr $clk_period * $clk_io_pct] -clock clk0 $non_clock_inputs
set_output_delay [expr $clk_period * $clk_io_pct] -clock clk0 [all_outputs]
--- /design/flow/design.v ---
module ALU (clk, reset, in_from_bus, out_to_bus, read, writeIN1, writeIN2, alu_out_en, OpControl);
parameter ADD  = 0;
parameter SUB  = 1;
parameter NOT  = 2;
parameter AND  = 3;
parameter OR   = 4;
parameter XOR  = 5;
parameter XNOR = 6;
input clk;
input reset;
input[15:0] in_from_bus;
input writeIN1;
input writeIN2;
input alu_out_en;
input read;
input[2:0] OpControl;
output [15:0] out_to_bus;
reg[15:0] IN1_reg;
reg[15:0] IN2_reg;
reg[15:0] OUT_reg;
always @(posedge clk or posedge reset)
begin
    if(reset) begin
        IN1_reg <= 0;
        IN2_reg <= 0;
        end
    else begin 
        if(writeIN1) IN1_reg <= in_from_bus;
        if(writeIN2) IN2_reg <= in_from_bus;
        end
end
always @(*)
begin
if(reset) OUT_reg <= 0;
else if(alu_out_en) begin
        case(OpControl)
            ADD:        OUT_reg <= IN1_reg + IN2_reg ;
            SUB:        OUT_reg <= IN1_reg - IN2_reg ;
            NOT:        OUT_reg <= ~IN1_reg          ;
            AND:        OUT_reg <= IN1_reg & IN2_reg ;
            OR:         OUT_reg <= IN1_reg | IN2_reg ;
            XOR:        OUT_reg <= IN1_reg ^ IN2_reg ;
            XNOR:       OUT_reg <= IN1_reg ~^ IN2_reg;
            default:    OUT_reg <= 16'h0000          ;
        endcase
    end
end
assign out_to_bus = read? OUT_reg : 16'hzzzz;
endmodule
==> reports/qor.yml <==
edf_count: 0
antenna_found_initial: 0
postRouteAntennaNets: 0
syn_avg_cell_area_sq_um: 8.10
setup_viol: 0
numSynthFlops: 48
drive_gt1_share_pct: 4.29
power.internal_w: 0.00229
netlist_area_sq_um: 3690
endpoint_kind: "flop"
clock-root-buffer: "clkbuf_8"
rows: 30
fill_cells: 634
postCtsHoldBufs: 0
r2r_cells: 2
grt_pass1_vias: 3012
swShare_pct: 38.6
synthTopCellsByArea: "dfrtp_1, ha_1, o21ai_0, nand2_1, dlxtn_1"
port_buffers: 39
p_leak_nw: 1.91
async_reset_ff_share_pct: 66.7
wire_per_inst_microns: 15.6
grt_pass1_wl_microns: 15500
firstDrtPassIters: 4
dieWidth_microns: 88.0
timing.rr.end: "IN2_reg[0]"
cts_buffer_depth: 2
grt_max_degree: 44
p_clk_share_pct: 18.9
status: "finished clean"
power.switching_w: 0.00144
htreeDepth: 2
core_area_sq_um: 6980
core_util_floorplan_pct: 52.9
netlist.area_leader.share_pct: 21.7
wl_microns: 9110
synthCells: 456
die_h_microns: 88.0
vias: 3261
final_core_util_pct: 61.3
yosys_area_sq_um: 3690
largest_area_cell: "dfrtp_1"
dieArea_sq_um: 7740
untimed_endpoints: 32
cap_viol_max_count: 0
cts_resized: 0
finalClockPeriodUsage_pct: 72.0
critPathKind: "primary input to flop"
seq_area_sq_um: 1040
finalHoldViolCount: 0
syn2layout_area_growth_pct: 15.8
cp_data_required_time_ns: 1.46
max-slew-margin-rel_pct: 47.8
grt_use_total_pct: 27.2
ys.flop_type: "dfrtp_1"
fin_skew_ns: 0
reg2reg_slack_ns: 0.44
final-comb-area_sq_um: 2390
remaining_drc_errors: 0
combPwrFrac_pct: 47.6
timing.setup.tns_ns: 0
via_per_inst: 5.57
postCtsSetupBuffers: 0
period_needed_ns: 0.936
hp-class: "primary input to asynchronous set/reset pin"
gp_congestion: 0.893
power.density_nw_per_um2: 873
worstPathArrival_ns: 1.09
p_seq_share_pct: 33.6
peakVddDrop_v: 0.000673
synth_cell_types: 48
num_antenna_cells: 0
yosys-top-cells-count: "nand2_1, o21ai_0, ha_1"
synth_warnings: 2
dp_hpwl_microns: 6820
slew_viol_final: 0
synth_dominant_cell_count: "nand2_1"
critPathLaunchType: "primary input"
clk_pin_slew_worst_paths_ns: 0.06
worstPathMaxFanout: 12
ys_cells: 456
drtIter0Drc: 133
cts_tree: "done"
worst_slew_pin_slew_ns: 0.780
clk_latency_ns: 0.28
grt-ovfl-total: 0
rsz0062_at_grt: "no"
unclocked_regs: 16
fmax_mhz: 1070
worst_r2r_startpoint: "IN2_reg[0]"
cts_made_buffers: 5
tool_warnings: 44
io_pins: 41
through the flow:
step,instances,hold WS [ns],worst slack (ns),area [sq um],total power [W]
after detailed placement,578,0.602,0.0777,4200,0.00303
final,585,0.435,0.364,4280,0.00374
after global routing,585,0.458,0.324,4280,0.00407
after CTS,585,0.445,0.372,4280,0.00375
after global placement,578,0.593,0.0923,4200,0.00300
after floorplan,456,0.367,0.295,3690,0.00256
how the worst max path moves through the flow:
stage	startpoint	slack, ns	end
4_1_cts	writeIN1	0.37	IN1_reg[5]
5_1_grt	writeIN1	0.32	IN1_reg[3]
6_report	writeIN1	0.36	IN1_reg[5]
cell type report:
class                           count  share of cell area, %
Multi-Input combinational cell    347                   56.0
Tap cell                           96                   2.81
Timing Repair Buffer               49                   11.8
Sequential cell                    48                   24.3
Clock inverter                      1                  0.117
Clock buffer                        6                   1.70
Inverter                           38                   3.33
logic make-up (layout without fill, tap and decap cells):
| group | after synthesis | in the layout | synth area share [%] |
|---|---|---|---|
| simple gates | 126 | 126 | 15.4 |
| compound gates | 135 | 135 | 23.3 |
| mux | 13 | 13 | 3.56 |
| buf+inv | 61 | 94 | 7.01 |
| fa+ha+maj | 49 | 49 | 16.8 |
| xor+xnor | 24 | 24 | 5.69 |
| latches | 16 | 16 | 6.50 |
| flops | 32 | 32 | 21.7 |
power by group through the flow:
stage | Clock (W) | Sequential [W] | Combinational, W
CTS | 0.000735 | 0.00125 | 0.00177
finish | 0.000704 | 0.00125 | 0.00178
global route | 0.000780 | 0.00127 | 0.00202
per-layer routing:
| metal | share of wire (%) | track usage, % | wire length, microns | vias up |
|---|---|---|---|---|
| li1 | - | - | - | 1686 |
| met1 | 53 | 47.4 | 4870 | 1479 |
| met2 | 41 | 37.8 | 3700 | 87 |
| met3 | 4.9 | 3.05 | 446 | 9 |
| met4 | 1.1 | 3.73 | 99 | 0 |
| met5 | 0 | 0 | 0 | - |
worst max-delay path, cell delays in order:
cell and delay (ns):
clkdlybuf4s50_1 0.53, buf_4 0.20, o21ai_0 0.10
cells in the final DEF, fill, tap and decap left out, drive strengths merged, types with 2 or more instances in the layout:
cell and instances:
o21ai 53, a221oi 5, clkbuf 6, ha 48, nand4 2, nor3 13
xnor2 17, dfrtp 32, a21oi 11, clkinv 2, dlxtn 16, a21o 5
nor4 2, a2111o 2, nor3b 2, a31oi 14, buf 10, o22ai 8
o31a 2, a32oi 6, o21a 7, a41oi 2, a22oi 2, nand3 6
inv 37, clkdlybuf4s50 39, a211oi 6, nand3b 2, nor2 24, nor2b 6
xor2 7, mux2i 12, o211ai 6, nand2 65, or4 2, o2111ai 2
No activity file was given, so power comes from the tool's default toggle rates.
